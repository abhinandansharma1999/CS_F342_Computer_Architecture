### /design/flow/config.mk
export PLATFORM = sky130hd
export DESIGN_NAME = shifter
export DESIGN_NICKNAME = shifter
export VERILOG_FILES = /design/flow/design.v
export SDC_FILE = /design/flow/constraint.sdc
export NUM_CORES = 4
export LEC_CHECK = 1
export CORE_AREA = 10 10 70 70
export DIE_AREA = 0 0 80 80
### /design/flow/constraint.sdc
current_design shifter

set clk_period 3.4
set clk_io_pct 0.2

create_clock -name clk0 -period $clk_period

set non_clock_inputs [all_inputs -no_clocks]
set_input_delay [expr $clk_period * $clk_io_pct] -clock clk0 $non_clock_inputs
set_output_delay [expr $clk_period * $clk_io_pct] -clock clk0 [all_outputs]
### /design/flow/design.v
module shifter (Y, A, Opcode);
input [7:0] A;
input [2:0] Opcode;
output [7:0] Y;
wire [7:0] Y0 = {A[6:0], 1'b0};
wire [7:0] Y1 = {1'b0, A[7:1]};
wire [7:0] Y2 = {A[7], A[7:1]};
wire [7:0] Y3 = {A[6:0], A[7]};
wire [7:0] Y4 = {A[0], A[7:1]};
assign Y = (Opcode == 3'b001) ? Y0 : ((Opcode == 3'b100) ? Y1 : ((Opcode == 3'b101) ? Y2 : ((Opcode == 3'b010) ? Y3 : ((Opcode == 3'b110) ? Y4 : A))));
endmodule
module tb_shifter();
reg [7:0] A;
reg [2:0] Opcode;
wire [7:0] Y;
shifter uut (.Y(Y), .A(A), .Opcode(Opcode));
initial begin
$monitor("A = %b	Opcode = %b	Y = %b", A, Opcode, Y);
A = 8'b10001100;
Opcode = 3'b001;
#1
Opcode = 3'b100;
#1
Opcode = 3'b101;
#1
Opcode = 3'b010;
#1
Opcode = 3'b110;
#1
Opcode = 3'b000;
end
endmodule
### /design/flow/run.sh
#!/bin/bash
# OpenROAD 26Q1-2900-gdf79404cd8, Yosys 0.63+post, stock flow scripts
make -C /OpenROAD-flow-scripts/flow DESIGN_CONFIG=/design/flow/config.mk WORK_HOME=/design/flow/orfs finish
==> impl_metrics.csv <==
group,metric,value,unit
critical_path,cp_common_cell,"clkdlybuf4s50_1",
critical_path,cp_cell_sequence,"clkdlybuf4s50_1 > buf_12 > a21boi_2 > o2bb2ai_1 > a21o_1 > clkdlybuf4s50_1",
grt,antenna_found_initial,0,
place,io_buffers,19,
route,drt_first_pass_iters,3,
finish,layout-drive-gt1-share,0.1695,
die,die.size.y,80,µm
route,avgRoutedWirePerCell,11.61,µm
timing,hold-worst-slack,2.410,ns
grt,grt_max_degree,20,
die,floorplan.core_util,0.1007,
route,diodes,0,
critical_path,worst-setup-path-type,"in2out",
logic_synthesis,synth_area,344.1,µm²
place,place_congestion,0.7579,
route,vias,400,
die,chip_area,6400,µm²
critical_path,worst-endpoint-arrival,2.39,ns
die,rows,21,
route,drt_iter0_drc,21,
clock_tree,holdBufCountCts,0,
power_and_ir_drop,power,0.00008087,W
critical_path,crit_path_end,"Y[2]",
timing,report.final.setup_viol,0,
power_and_ir_drop,powerDensity,136.9,nW/µm²
clock_tree,cts_resized,0,
timing,slew_headroom,0.7442,
critical_path,crit_required,2.72,ns
place,pre_cts_ws,0.3282,ns
finish,area_growth,71.64,%
grt,grt_pass1_wl,1.980,mm
timing,hold_viol,0,
logic_synthesis,syn_area_per_cell,8.192,µm²
logic_synthesis,yosys_warnings,0,
finish,mostFrequentLayoutCells,"clkdlybuf4s50_1, mux2i_1, a22o_2, o2bb2ai_1, a21o_1",
route,route.antenna.remaining_nets,0,
logic_synthesis,ys_area,344.1,µm²
critical_path,max_stage_delay,0.46,ns
logic_synthesis,synth-seq-area-share,0,
route,via_per_inst,3.810,
logic_synthesis,synthCells,42,
critical_path,path_buffers,3,
place,dpl.hpwl,966.4,µm
die,fp.dieW,80,µm
timing,period_used_share,0.9016,
timing,fin_setup_tns,0,ns
grt,overflow,0,
critical_path,cp-start-kind,"primary input",
critical_path,crit_family,"buffers and inverters",
logic_synthesis,yosysTopAreaCellShare,0.2036,
grt,grt_use_total,0.03648,
run,drv_cap,0,
logic_synthesis,ys_types,18,
finish,n_clock_buffer,0,
worst_hold_path,min_path_type,"in2out",
critical_path,cp_num_cells,6,
status,status,"complete, no violations",
grt,grt_pass1_vias,373,
die,ioPinCount,19,
timing,setup_slack,0.3346,ns
finish,layout_top_cell,"clkdlybuf4s50_1",
logic_synthesis,synthTopCellsByArea,"mux2i_1, a22o_2, o2bb2ai_1",
critical_path,startpoint,"Opcode[0]",
timing,rsz0062_at_grt,"no",
logic_synthesis,ys_cells,42,
timing,final_max_slew_viol_count,0,
logic_synthesis,yosysTopAreaCell,"mux2i_1",
power_and_ir_drop,p_leak,0.2397,nW
critical_path,cp_max_fo,19,
run,warnings,32,
finish,area.sequential,0,µm²
power_and_ir_drop,peakVddDrop,0.02343,mV
critical_path,cp-end-kind,"output pin",
route,drc_errors,0,
finish,seq_cell_count,0,
timing,min_period,3.065,ns
route,drt-total-wl,1.219,mm
die,core,3416,µm²
timing,worstMarginPinSlew,0.3815,ns
timing,max_freq,0.3262,GHz
critical_path,critPathSlowestCell,"clkdlybuf4s50_1",
clock_tree,post_cts.repair.setup_buffers,0,
[tightest hold or removal path: stages]
cell	delay (ns)
clkdlybuf4s50_1	0.49
nand2_1	0.09
nand2_1	0.04
clkdlybuf4s50_1	0.41
[metal layers]
layer / vias up / track usage / wire (µm)
li1: 206 / - / -
met1: 183 / 0.05142 / 560
met2: 11 / 0.04976 / 493
met3: 0 / 0.02045 / 165
met4: 0 / 0 / 0
met5: - / 0 / 0
[area by class of cell]
type	count	area (µm²)
repair buffers	21	217.7
multi-input cells	38	315.3
well taps	46	57.56
fillers	404	2825
[cells in the mapped netlist, drive strengths merged]
library cell	number
a22o	7
mux2i	7
a21o	5
o2bb2ai	5
nand2	4
buf	3
nor2	3
a221o	2
a21boi	1
a32oi	1
clkbuf	1
mux2	1
o21ai	1
or2	1
[cell families after synthesis]
logic type	Yosys count	synth area share
simple gates	8	0.1164
buf+inv	4	0.08361
mux	8	0.2364
compound gates	22	0.5636
[worst min path at each step]
stage                 from    to  slack, ns  cells after the start
final                 A[1]  Y[0]       2.41                      4
after global routing  A[1]  Y[0]       2.47                      4
after CTS             A[1]  Y[0]       2.41                      4
[where the power goes]
part	switching, W	leakage (nW)	internal [W]
combinational	0.0000297	0.240	0.0000512
sequential	0	0	0
clock	0	0	0
[stage by stage]
step,util,std cells,area [µm²]
after global placement,0.1729,105,590.6
after global routing,0.1729,105,590.6
after CTS,0.1729,105,590.6
after floorplan,-,42,344.1
final,0.1729,105,590.6
after detailed placement,0.1729,105,590.6
Power is estimated from default activity; no workload was simulated.
